$ cat /design/flow/design.v
module fsm_moore (input logic clk, reset, X, RDY, output logic Q, START);
typedef enum int unsigned { S0 = 1, S1 = 2, S2 = 4, S3 = 8, S4 = 16, S5 = 32} state_t;
state_t state, next_state;
always_comb begin : next_state_logic
   next_state = state;
   case(state)
   S0:   if (X == '1)
            next_state = S1;
   S1:   next_state = S2;
   S2:   if (RDY == '1)
            next_state = S3;
	S3:   if (X == '0)
            next_state = S4;
	S4:   next_state = S5;
	S5:   if (RDY == '1)
	         next_state = S0;
   default:
         next_state = S0;
   endcase
end
always_ff @(posedge clk or negedge reset) begin
   if (reset == '0)
      state <= S0;
   else
      state <= next_state;
end
always_comb begin : output_logic
   case(state)
   S0:   {Q, START} = {'0, '0};
   S1:   {Q, START} = {'1, '1};
   S2:   {Q, START} = {'0, '0};
	S3:   {Q, START} = {'0, '0};
	S4:   {Q, START} = {'0, '1};
	S5:   {Q, START} = {'0, '0};
   default: {Q, START} = {'0, '0};
   endcase
end
endmodule
$ cat /design/flow/run.sh
#!/bin/bash
# OpenROAD 26Q1-2900-gdf79404cd8, Yosys 0.63+post, stock flow scripts
make -C /OpenROAD-flow-scripts/flow DESIGN_CONFIG=/design/flow/config.mk WORK_HOME=/design/flow/orfs finish
$ cat /design/flow/config.mk
export PLATFORM = sky130hd
export DESIGN_NAME = fsm_moore
export DESIGN_NICKNAME = fsm_moore
export VERILOG_FILES = /design/flow/design.v
export SDC_FILE = /design/flow/constraint.sdc
export NUM_CORES = 4
export LEC_CHECK = 1
export CORE_AREA = 10 10 70 70
export DIE_AREA = 0 0 80 80
$ cat /design/flow/constraint.sdc
current_design fsm_moore

set clk_period 1.0
set clk_io_pct 0.2

create_clock -name clk0 -period $clk_period [get_ports {clk}]

set non_clock_inputs [all_inputs -no_clocks]
set_input_delay [expr $clk_period * $clk_io_pct] -clock clk0 $non_clock_inputs
set_output_delay [expr $clk_period * $clk_io_pct] -clock clk0 [all_outputs]
==> results.yml <==
# implementation run metrics
run_status:
  status: "finished, violations left"
  failed_checks: "setup timing"
die:
  die-width_microns: 80
  die-area_sq_mm: 0.00640
  floorplan.core_util_pct: 6.30
  num_rows: 21
  io_pins: 6
  core_sq_mm: 0.00342
  fp.dieH_microns: 80
layout:
  layout-drive-gt1-share_pct: 35.7
  final_util_pct: 10.8
  nFillCells: 398
  lay_top_cells: "dfrtp_1 (5), clkbuf_4 (3), clkdlybuf4s50_1 (3)"
  reg_top3: "state (6)"
  largest_register: "state"
  regArea_sq_um: 151
  comb_area_sq_um: 52.6
  largest_register_ffs: 6
  mostFrequentLayoutCell: "dfrtp_1"
  synthToLayoutAreaGrowth_pct: 70.9
worst_setup_path:
  cp-start-kind: "flop"
  critical_path_class: "flop to primary output"
  critPathMaxFanout: 2
  cp-end-kind: "primary output"
  critical_path_arrival_ns: 0.97
  max_stage_delay_ns: 0.37
  slowest_stage: "dfrtp_1"
  cp_cell_sequence: "or2_1 > buf_2"
  required_ns: 0.80
yosys:
  ys_chip_area_sq_um: 215
  yosys-stat-cells: 17
  yosysSeqAreaShare_pct: 70.3
  ys_types: 11
  yosys_warnings: 1
  synth_area_per_cell_sq_um: 12.7
  syn_area_sq_um: 215
  synthCells: 17
  ys_ff: 6
clocking:
  clockBufferDepth: 2
  insertion_delay_ns: 0.26
  cts-buffers-inserted: 3
  cts_tree: "yes"
  clkTransAtPathRegs_ns: 0.06
  root_buffer: "clkbuf_4"
  clkSinkCount: 6
  cts_max_level: 1
sta:
  fin_crit_ns: 1.17
  timing.fmax_ghz: 0.858
  skew_ns: 0.0163
  max_slew_margin_pct: 82.5
  timing.final.crit_share_pct: 117
  worst_slack_ns: -0.166
  finalHoldViolations: 0
  timing.hold.ws_ns: 0.173
  worstMarginPinSlew_ns: 0.262
  rsz0062_at_grt: "true"
  slew_violations: 0
  setup_viol: 2
power_and_ir_drop:
  totalPowerFinal_mw: 0.619
  power_density_mw_per_mm2: 1680
  switching_power_mw: 0.143
  leakage_nw: 0.179
  p_sw_share_pct: 23.1
  power_frac_comb_pct: 12.2
  clockPowerShare_pct: 41.1
  p_int_mw: 0.476
  irDropWorstVdd_v: 0.000328
  power.share.sequential_pct: 46.7
drt:
  drcViolationCount: 0
  ant_nets: 0
  drt-total-wl_microns: 537
  first_iter_violations: 4
  routedWlPerCell_microns: 7.26
  dr_total_vias: 157
  antenna_cells: 0
  via_per_inst: 2.12
  drtPass1Iterations: 2
job:
  cap_violations: 0
  warnings: 27
global_routing:
  grt_pass1_wl_microns: 945
  antenna_found_initial: 0
  grt_pass1_vias: 199
  track_usage_pct: 2.02
  grt_max_degree: 7
  gr-total-overflow: 0
placed_design:
  place_congestion: 0.707
  io_buffers: 5
  dp_hpwl_microns: 391
  dpl_worst_slack_ns: -0.190
hold_path:
  hold_path.class: "primary input to asynchronous set/reset pin"
cells by family after synthesis:
| logic type | Yosys count | share of synthesized area (%) |
|---|---|---|
| flops | 6 | 70.4 |
| simple gates | 4 | 10.5 |
| buf+inv | 3 | 5.23 |
| compound gates | 4 | 13.9 |
synthesized netlist by cell type:
master | count | area, sq um
dfrtp_1 | 5 | 125
a21o_1 | 2 | 15.0
inv_1 | 2 | 7.51
a22o_2 | 1 | 10.0
and2_1 | 1 | 6.26
clkbuf_1 | 1 | 3.75
dfstp_2 | 1 | 26.3
nand2_1 | 1 | 3.75
nor2b_1 | 1 | 6.26
o21ai_0 | 1 | 5.00
or2_1 | 1 | 6.26
area by class of cell:
class	count	area share, %
Clock buffer	4	7.14
Inverter	2	2.04
Multi-Input combinational cell	8	14.3
Sequential cell	6	41.2
Tap cell	46	15.6
Timing Repair Buffer	8	19.7
final timing paths:
check                      slack (ns)     start        to  cells past startpoint
min reg2reg                      0.49  state[0]  state[0]                      2
max reg2reg                      0.13  state[2]  state[1]                      3
min                              0.17     reset  state[4]                      1
max                             -0.17  state[2]     START                      2
min in group clk0                0.49  state[0]  state[0]                      2
max in group asynchronous        0.54     reset  state[0]                      1
power by group through the flow:
| stage | combinational, mW | sequential [mW] | clock (mW) |
|---|---|---|---|
| 6_report | 0.0755 | 0.289 | 0.255 |
| 5_1_grt | 0.0869 | 0.293 | 0.289 |
| 4_1_cts | 0.0724 | 0.289 | 0.255 |
stage by stage:
| step | cell area [sq um] | setup TNS [ns] | cells |
|---|---|---|---|
| floorplan | 215 | 0 | 17 |
| finish | 368 | -0.192 | 74 |
| global placement | 327 | -0.365 | 68 |
| CTS | 360 | -0.200 | 73 |
| global route | 368 | -0.284 | 74 |
| detailed placement | 327 | -0.437 | 68 |
worst max-delay path, delay by kind of cell (launching register included):
family / cells / cell delay (ns)
buffers and inverters: 1 / 0.11
and+or+nand+nor: 1 / 0.22
DFF: 1 / 0.37
metal layers:
| metal | share of wire (%) | routed length [microns] | track usage (%) |
|---|---|---|---|
| met5 | 0 | 0 | 0 |
| met4 | 0 | 0 | 0 |
| met3 | 23 | 123 | 3.07 |
| met2 | 30 | 160 | 2.09 |
| met1 | 47 | 253 | 2.28 |
timing repair:
item | in CTS | in global routing
pin swaps | 1 | 1
buffers inserted | 1 | 1
hold buffers | 0 | 0
setup endpoints to repair | 2 | 2
resized | 8 | 0
cloned | 0 | 0
Power is estimated from default activity; no workload was simulated.
